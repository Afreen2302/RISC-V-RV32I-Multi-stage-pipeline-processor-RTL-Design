`design/flow/config.mk`:
```
export PLATFORM = sky130hd
export DESIGN_NAME = msrv32_pc_mux
export DESIGN_NICKNAME = msrv32_pc_mux
export VERILOG_FILES = /design/flow/design.v
export SDC_FILE = /design/flow/constraint.sdc
export NUM_CORES = 4
export LEC_CHECK = 1
export CORE_AREA = 10 10 114 114
export DIE_AREA = 0 0 124 124
```
`design/flow/constraint.sdc`:
```
current_design msrv32_pc_mux

set clk_period 6.5
set clk_io_pct 0.2

create_clock -name clk0 -period $clk_period

set non_clock_inputs [all_inputs -no_clocks]
set_input_delay [expr $clk_period * $clk_io_pct] -clock clk0 $non_clock_inputs
set_output_delay [expr $clk_period * $clk_io_pct] -clock clk0 [all_outputs]
```
`design/flow/design.v`:
```
module msrv32_pc_mux(rst_in,
            pc_src_in,
            epc_in,
            trap_address_in,
            branch_taken_in,
            iaddr_in,
            ahb_ready_in,
            pc_in,
            iaddr_out,
            pc_plus_4_out,
            misaligned_instr_logic_out,
            pc_mux_out);
input rst_in,branch_taken_in,ahb_ready_in;
input [1:0] pc_src_in;
input [31:0] epc_in, trap_address_in,pc_in;
input [31:0] iaddr_in;
output [31:0]  pc_plus_4_out;
output reg [31:0] iaddr_out,pc_mux_out;
output misaligned_instr_logic_out;
reg [31:1] next_pc;
parameter BOOT_ADDRESS = 32'd0;
assign pc_plus_4_out = pc_in + 32'h00000004;
assign misaligned_instr_logic_out = branch_taken_in & next_pc[1]; 
always @(*) begin
    if(branch_taken_in==1)
        next_pc = {iaddr_in,1'b0};
    else
        next_pc = pc_plus_4_out;
end
always @(*) begin
    case (pc_src_in)
        2'd0: pc_mux_out = BOOT_ADDRESS;
        2'd1: pc_mux_out = epc_in;
        2'd2: pc_mux_out = trap_address_in;
        2'd3: pc_mux_out = next_pc;
    endcase  
end
always @(*) begin
    if(rst_in)
        iaddr_out = BOOT_ADDRESS;
    else if(ahb_ready_in)
        iaddr_out = pc_mux_out;
    else if(ahb_ready_in==0)
        iaddr_out = 0;
end
endmodule
```
`design/flow/run.sh`:
```
#!/bin/bash
# OpenROAD 26Q1-2900-gdf79404cd8, Yosys 0.63+post, stock flow scripts
make -C /OpenROAD-flow-scripts/flow DESIGN_CONFIG=/design/flow/config.mk WORK_HOME=/design/flow/orfs finish
```
==> results.json <==
{
  "lay_top_count": "clkdlybuf4s50_1",
  "fp.dieW_um": 124,
  "crit_arrival_ns": 4.10,
  "path_class": "in2out",
  "dr.pass1.iters": 7,
  "irDropWorstVdd_uv": 24.5,
  "place.gp.congestion": 0.890,
  "min_path_type": "in2out",
  "area_delta_synth_final_pct": 114,
  "synthesis.instances": 321,
  "drive_gt1_share_pct": 6.23,
  "rows": 37,
  "vias_per_cell": 5.00,
  "ys_cells": 321,
  "flop_area_sq_um": 0,
  "ys_area_sq_um": 2100,
  "die_y_um": 124,
  "cts_hold_buffers": 0,
  "syn_area_per_cell_sq_um": 6.55,
  "place_hpwl_um": 11500,
  "grt_pass1_vias": 3390,
  "slowest_stage": "clkdlybuf4s50_1",
  "warning_count": 35,
  "die_area_sq_um": 15400,
  "period_needed_ns": 5.40,
  "drt-total-wl_um": 13400,
  "layout_top_cells": "clkdlybuf4s50_1 (227), nand2_1 (32), nor2_1 (20)",
  "crit_path_start_kind": "input pin",
  "fill_cells": 1080,
  "vias": 3329,
  "cpMostUsedCell": "clkdlybuf4s50_1",
  "grt_usage_pct": 16.2,
  "drv_slew": 0,
  "crit_chain": "clkdlybuf4s50_1 > nand2_1 > nor4_4 > nand3_2 > or4_1 > o211ai_1 > clkdlybuf4s50_1",
  "ctsResizeCount": 0,
  "flops": 0,
  "ys_types": 50,
  "fin_tns_setup_ns": 0,
  "antenna_found_initial": 0,
  "core-area_sq_um": 10400,
  "route.detailed.drc": 0,
  "max_freq_ghz": 0.185,
  "placed_area_sq_um": 4500,
  "cp-end-kind": "output pin",
  "hold_viol": 0,
  "powerDensity_nw_per_um2": 60.4,
  "first_iter_violations": 216,
  "fp_util_pct": 20.2,
  "io_pins": 230,
  "grt_pass1_wl_um": 19500,
  "antenna_left": 0,
  "pre_cts_ws_ns": 1.11,
  "cts_setup_buffers": 0,
  "status": "finished clean",
  "portBuffers": 227,
  "antenna_cells": 0,
  "rsz0062_at_grt": "no",
  "critPathTopFamily": "simple AND/OR/NAND/NOR gates",
  "stdcell_area_sq_um": 4500,
  "routedWlPerCell_um": 20.2,
  "power.static_leakage_nw": 1.68,
  "crit_fanout": 8,
  "final.setup.worst_slack_ns": 1.10,
  "worst-path-buf-inv": 2,
  "cp.required_ns": 5.20,
  "max_stage_delay_ns": 0.67,
  "max_slew_margin_pct": 53.1,
  "n_clock_buffer": 0,
  "cap_viol_max_count": 0,
  "syn_area_sq_um": 2100,
  "yosysSeqAreaShare_pct": 0,
  "setup_violations": 0,
  "grt_max_degree": 23,
  "yosysWarningCount": 1,
  "fin_crit_sh_pct": 83.1,
  "grt_overflow_total": 0,
  "tightest_slew_ns": 0.702
}
## area by class of cell
| class | instances | area (sq um) | share of cell area [%] |
|---|---|---|---|
| repair buffers | 237 | 2350 | 52.1 |
| multi-input cells | 280 | 1940 | 43.0 |
| well taps | 136 | 170 | 3.78 |
| inverters | 13 | 48.8 | 1.08 |
## through the flow
stage                     utilization (%)  std cells  total power [W]  hold WS (ns)
after floorplan                         -        321        0.0000802          2.61
after global placement               43.2        666         0.000274          3.44
after detailed placement             43.2        666         0.000274          3.44
after CTS                            43.2        666         0.000276          3.44
after global routing                 43.2        666         0.000297          3.48
final                                43.2        666         0.000272          3.44
## Yosys cell counts (4+ instances only)
master | count | area, sq um
nand2_1 | 32 | 120
clkbuf_1 | 21 | 78.8
nor4_1 | 5 | 31.3
a221o_1 | 6 | 60.1
a22oi_1 | 15 | 113
inv_1 | 13 | 48.8
xnor2_1 | 12 | 105
a21oi_1 | 16 | 80.1
a31oi_1 | 5 | 31.3
nor2b_1 | 10 | 62.6
nor2_1 | 21 | 78.8
xor2_1 | 15 | 131
and2_1 | 19 | 119
o211ai_1 | 6 | 45.0
a22o_1 | 18 | 158
a221oi_1 | 4 | 35.0
nor3_1 | 6 | 30.0
nand3_1 | 18 | 90.1
nand4_1 | 14 | 87.6
mux2i_1 | 5 | 50.1
## cells by family after synthesis
family | share of synthesized area, %
adders and majority gates | 1.19
and+or+nand+nor | 42.7
muxes | 2.38
xor gates and xnor gates | 11.3
other | 0.178
buffers and inverters | 7.98
AOI/OAI and AO/OA | 34.3
## where the power goes
group / switching (W) / internal (W)
combinational: 0.0000976 / 0.000175
sequential: 0 / 0
clock: 0 / 0
total: 0.0000976 / 0.000175
## routing by layer
metal,share of wire [%],GRT usage (%)
met2,46,28.2
met1,42,20.9
met5,0,0
met3,12,4.09
met4,0.62,0.719
## final timing paths
kind	cells after the start	slack [ns]	from	to
setup / recovery	7	1.10	pc_in[2]	iaddr_out[23]
hold / removal	2	3.44	pc_in[1]	pc_plus_4_out[1]
Power is estimated from default activity; no workload was simulated.
