### /design/flow/design.v
module msrv32_integer_file(ms_riscv32_mp_clk_in,ms_riscv32_mp_rst_in,rs_2_addr_in,rd_addr_in,wr_en_in,rd_in,rs_1_addr_in,rs_1_out,rs_2_out);
input ms_riscv32_mp_clk_in,ms_riscv32_mp_rst_in,wr_en_in;
input [4:0] rs_2_addr_in,rd_addr_in,rs_1_addr_in;
input [31:0] rd_in;
output [31:0] rs_1_out,rs_2_out;
reg [31:0] reg_file [31:0];
wire fwd_op1_enable, fwd_op2_enable;
integer i;
assign fwd_op1_enable = (rs_1_addr_in==rd_addr_in && wr_en_in==1'b1) ? 1'b1 : 1'b0;
assign fwd_op2_enable = (rs_2_addr_in==rd_addr_in && wr_en_in==1'b1) ? 1'b1 : 1'b0;
always @(posedge ms_riscv32_mp_clk_in or posedge ms_riscv32_mp_rst_in) begin
    if(ms_riscv32_mp_rst_in)
    begin
        for (i = 0;i < 32;i = i+1)
            reg_file[i] = 32'b0;
    end
    else if(wr_en_in && rd_addr_in)
    begin
            reg_file[rd_addr_in] <= rd_in;
    end 
end
assign rs_1_out = fwd_op1_enable == 1'b1 ? rd_in : reg_file[rs_1_addr_in];
assign rs_2_out = fwd_op2_enable == 1'b1 ? rd_in : reg_file[rs_2_addr_in];
endmodule
### /design/flow/run.sh
#!/bin/bash
# OpenROAD 26Q1-2900-gdf79404cd8, Yosys 0.63+post, stock flow scripts
make -C /OpenROAD-flow-scripts/flow DESIGN_CONFIG=/design/flow/config.mk WORK_HOME=/design/flow/orfs finish
### /design/flow/config.mk
export PLATFORM = sky130hd
export DESIGN_NAME = msrv32_integer_file
export DESIGN_NICKNAME = msrv32_integer_file
export VERILOG_FILES = /design/flow/design.v
export SDC_FILE = /design/flow/constraint.sdc
export NUM_CORES = 4
export LEC_CHECK = 1
export CORE_UTILIZATION = 50
### /design/flow/constraint.sdc
current_design msrv32_integer_file

set clk_period 9.3
set clk_io_pct 0.2

create_clock -name clk0 -period $clk_period [get_ports {ms_riscv32_mp_clk_in}]

set non_clock_inputs [all_inputs -no_clocks]
set_input_delay [expr $clk_period * $clk_io_pct] -clock clk0 $non_clock_inputs
set_output_delay [expr $clk_period * $clk_io_pct] -clock clk0 [all_outputs]
==> impl_report.txt <==
RUN METRICS
----------------------------------------------------
[STA]
  Post-route fraction of the period consumed by the critical path ........................ between 80% and 90%
  Achievable frequency ........................ 0.123 GHz
  Minimum period implied by the final worst setup slack ........................ 8.10 ns
  Minimum setup slack in the final design ........................ about 1.2 ns
  Headroom to the max-slew limit ........................ 16.1%
  Final setup viols ........................ 0
  Number of max-slew violations in the final report ........................ 0
  Clk_skew ........................ 0 ns
  RSZ-0062 raised after global routing ........................ no
  Final hold violation count ........................ 0
  Pin slew with the least headroom to its limit ........................ 1.25 ns

[CTS]
  Clock tree from TritonCTS ........................ built
  Maximum buffer depth of the clock tree ........................ 3
  Clock-pin slew on the worst setup and hold paths ........................ 0.06 ns
  Clock root buffer ........................ sky130_fd_sc_hd__clkbuf_16
  Number of resized instances in the post-cts repair step ........................ 0
  Setup Fix Bufs, Post-CTS ........................ 0
  Cts hold-fix bufs ........................ 0
  Number of sinks on the clock net ........................ 1,024
  TritonCTS buffer count ........................ between 100 and 150
  Worst skew pair latency ........................ 0.72 ns
  H-tree depth ........................ 3

[Hold path]
  Worst min path class ........................ flop to flop

[Synthesis]
  Most frequent cells after synthesis ........................ 1,024 x sky130_fd_sc_hd__dfrtp_1, 1,000 x sky130_fd_sc_hd__mux2_2, 609 x sky130_fd_sc_hd__a22oi_1, 211 x sky130_fd_sc_hd__clkbuf_1, 186 x sky130_fd_sc_hd__buf_2
  Post-synthesis sequential area ratio ........................ 49.8%
  Async set-or-reset flop fraction in the synthesized netlist ........................ 100%
  Portion of synthesized cell area occupied by the leading cell type ........................ about half
  Number of distinct library cells after synthesis ........................ 67
  Post-synth top area cell ........................ sky130_fd_sc_hd__dfrtp_1
  Cells in synth_stat.txt ........................ 4,336
  Most frequent cell after synthesis ........................ sky130_fd_sc_hd__dfrtp_1
  Flops out of synthesis ........................ 1,024
  Mapped Area ........................ between 50,000 and 60,000 um2
  Post-synth top flop ........................ sky130_fd_sc_hd__dfrtp_1
  Number of enable-type register cells in the synthesized netlist ........................ 0
  Number of standard cells after synthesis ........................ 4,336
  Chip Area, Yosys ........................ 51,500 um2
  Yosys Warn Count ........................ 2
  Mean cell area of the mapped netlist ........................ between 10 and 15 um2
  Largest cells by area ........................ sky130_fd_sc_hd__dfrtp_1 50%, sky130_fd_sc_hd__mux2_2 22%, sky130_fd_sc_hd__a22oi_1 8.9%, sky130_fd_sc_hd__a22o_1 2.3%, sky130_fd_sc_hd__a221oi_1 2.2%

[Critical path]
  Max FO, Critical Path ........................ 16
  Crit-path most repeated cell ........................ sky130_fd_sc_hd__clkdlybuf4s50_1
  Largest incremental delay on the critical path ........................ 0.79 ns
  Endpoint required time on the critical path ........................ 7.44 ns
  CP endpoint kind ........................ primary output
  Standard cell with the maximum stage delay on the critical path ........................ sky130_fd_sc_hd__clkdlybuf4s50_1
  Setup crit start kind ........................ primary input
  Worst Path Arrival ........................ 6.24 ns
  Critical path start-end classification ........................ primary input to primary output
  Series of cell instances along the critical path ........................ clkdlybuf4s50_1 -> or2_1 -> nor2_4 -> buf_4 -> a22oi_1 -> nand4_1 -> nor3_1 -> o21ai_1 -> clkdlybuf4s50_1

[Placement]
  RD Place Congestion ........................ 1.08
  Worst setup timing slack at the placement stage ........................ around 1.5 ns
  Post-DP Area ........................ 54,800 um2
  Inst Count DP ........................ approximately 5,600
  HPWL after detailed placement ........................ 164 mm
  Port Buf Inserts ........................ around 110

[Floorplanning]
  Core Rows ........................ 117
  I/O Pins ........................ 114
  Horizontal die size ........................ around 320 um
  Std-Cell Core Area ........................ 102,000 um2
  Share of the core filled by cells before placement ........................ 50.5%
  Die Outline Area ........................ 104,000 um2
  Overall die height ........................ 323 um

[GRT]
  Residual overflow from global routing ........................ 0
  Maximum number of pins on one net before global-route repair ........................ ~120
  Grt peak-use layer ........................ met1
  Via count of the first global-routing pass ........................ 44,000
  Number of antenna violations at the first check in global routing ........................ 13
  Met1 track demand over resource in global routing ........................ 70.1%
  Total routing resource utilization after global routing ........................ 54.4%
  Wire length of the first global-routing pass ........................ between 300 and 400 mm
  Met3 track utilization from global routing ........................ approximately 34%
  Global-route track usage on met2 ........................ 69.1%

[Cells and area]
  Core utilization of the finished layout ........................ 57.6%
  Largest registers ranked by flip-flop count ........................ reg_file x1024
  Count of placed standard cells in the final layout, fillers left out ........................ 5,820
  Filler instances ........................ 8,305
  Top reg by flops ........................ reg_file
  Layout-stage area growth over the synthesis result ........................ 14.1%
  Post-Layout Inst Area ........................ between 50,000 and 60,000 um2
  Number of flip-flops under the largest register name ........................ 1,024
  Ratio of cells with drive above 1 in the final layout ........................ 35.4%

[Routing]
  Vias ........................ 45,399
  Remaining DRCs ........................ 0
  Number of violations reported at the end of detailed-routing iteration 0 ........................ 5,752
  Final routed wirelength across all metal layers ........................ 269 mm
  Wirelength per Cell ........................ 46.2 um
  First drt pass iteration count ........................ 12
  Antenna Violating Nets Remaining ........................ 0
  Detailed-route vias per instance ........................ roughly 7.8

[Pwr]
  Leak Pwr ........................ 0.0249 uW
  Post-layout total power ........................ 12,700 uW
  PD cells ........................ 215 nW/um2
  Worst-case vdd ir drop ........................ between 150 and 200 uV

[Outcome]
  Run status ........................ finished, final reports clean

[Job]
  Tally of OpenROAD warnings ........................ 47
  Number of max-cap violations ........................ 0

----------------------------------------------------
-- kinds of logic (layout without fill, tap and decap cells) --
| logic type | after synthesis | in the layout | share of synthesized area, % |
|---|---|---|---|
| buffers and inverters | 477 | 583 | 4.29 |
| multiplexers | 1015 | 1015 | 22.2 |
| AND-OR/OR-AND | 1133 | 1133 | 16.4 |
| AND/OR/NAND/NOR | 677 | 677 | 7.15 |
| flip-flops | 1024 | 1024 | 49.8 |
| XOR/XNOR | 10 | 10 | 0.170 |
| other | 0 | 10 | 0 |
-- per-layer routing --
metal,up-vias,part of all wire [%]
met5,-,0.15
met4,23,9.0
met3,1493,17
met2,4306,39
met1,22738,35
li1,16839,-
-- area by class of cell --
cell class                 count  area (um2)  share of cell area (%)
sequential                  1024       25600                    43.6
timing repair buffer         376        3280                    5.59
multi-input combinational   2835       24200                    41.2
tap                         1368        1710                    2.91
antenna                       10        25.0                  0.0426
inverter                       4        18.8                  0.0320
clock buffer                 157        3290                    5.61
clock inverter                46         591                    1.01
-- stage by stage --
| step | hold WS (ns) | setup TNS, ns |
|---|---|---|
| finish | 0.390 | 0 |
| global route | 0.398 | 0 |
| CTS | 0.392 | 0 |
| detailed placement | 0.378 | 0 |
| global placement | 0.375 | 0 |
| floorplan | 0.437 | -6834.11 |
-- layout by cell type (no fill, tap or decap), types with 8 or more instances in the layout --
| master | instances |
|---|---|
| sky130_fd_sc_hd__a221oi_1 | 128 |
| sky130_fd_sc_hd__nor4_1 | 48 |
| sky130_fd_sc_hd__clkbuf_8 | 28 |
| sky130_fd_sc_hd__a222oi_1 | 9 |
| sky130_fd_sc_hd__clkdlybuf4s50_1 | 106 |
| sky130_fd_sc_hd__dfrtp_1 | 1024 |
| sky130_fd_sc_hd__nand3_1 | 89 |
| sky130_fd_sc_hd__xor2_1 | 8 |
| sky130_fd_sc_hd__nand4_1 | 150 |
| sky130_fd_sc_hd__bufinv_16 | 12 |
| sky130_fd_sc_hd__or3_1 | 20 |
| sky130_fd_sc_hd__mux2i_1 | 13 |
| sky130_fd_sc_hd__clkinvlp_4 | 12 |
| sky130_fd_sc_hd__clkinv_2 | 20 |
| sky130_fd_sc_hd__a22oi_1 | 609 |
| sky130_fd_sc_hd__clkbuf_16 | 114 |
| sky130_fd_sc_hd__o21ai_0 | 71 |
| sky130_fd_sc_hd__nor2_1 | 40 |
| sky130_fd_sc_hd__buf_12 | 17 |
| sky130_fd_sc_hd__nand2_1 | 101 |
| sky130_fd_sc_hd__nand2b_1 | 12 |
| sky130_fd_sc_hd__nor2b_1 | 15 |
| sky130_fd_sc_hd__nor2_4 | 72 |
| sky130_fd_sc_hd__a32oi_1 | 18 |
| sky130_fd_sc_hd__mux2_2 | 1000 |
| sky130_fd_sc_hd__a22o_1 | 137 |
| sky130_fd_sc_hd__diode_2 | 10 |
| sky130_fd_sc_hd__nand2_2 | 10 |
| sky130_fd_sc_hd__o21ai_1 | 37 |
| sky130_fd_sc_hd__clkbuf_1 | 15 |
| sky130_fd_sc_hd__a21oi_1 | 78 |
| sky130_fd_sc_hd__buf_4 | 246 |
| sky130_fd_sc_hd__a31oi_1 | 18 |
| sky130_fd_sc_hd__nor3_1 | 58 |
-- critical path: cells and delay by family --
kind                   cells  cell delay [ns]
buffers and inverters      3             2.05
and+or+nand+nor            4             1.63
AOI/OAI and AO/OA          2             0.66
-- power by group --
part / internal [uW] / switching [uW] / leakage, uW / total [uW]
clock: 2790 / 1930 / 0.00189 / 4720
sequential: 5290 / 855 / 0.0131 / 6150
combinational: 946 / 844 / 0.00989 / 1790
-- worst paths after layout --
| check | startpoint | endpoint | slack, ns | cells past startpoint |
|---|---|---|---|---|
| worst max-delay path | rs_1_addr_in[4] | rs_1_out[29] | 1.20 | 9 |
| max in group asynchronous | ms_riscv32_mp_rst_in | reg_file[24][13] | 5.35 | 5 |
| min in group asynchronous | ms_riscv32_mp_rst_in | reg_file[10][7] | 1.60 | 2 |
| worst max register to register | reg_file[19][28] | reg_file[19][28] | 8.39 | 1 |
| worst min-delay path | reg_file[0][7] | reg_file[0][7] | 0.39 | 0 |
| worst min register to register | reg_file[0][7] | reg_file[0][7] | 0.39 | 0 |
Power and IR drop assume default switching activity.
