**flow/constraint.sdc**
```tcl
current_design msrv32_alu

set clk_period 20.6
set clk_io_pct 0.2

create_clock -name clk0 -period $clk_period

set non_clock_inputs [all_inputs -no_clocks]
set_input_delay [expr $clk_period * $clk_io_pct] -clock clk0 $non_clock_inputs
set_output_delay [expr $clk_period * $clk_io_pct] -clock clk0 [all_outputs]
```
**flow/run.sh**
```bash
#!/bin/bash
# OpenROAD 26Q1-2900-gdf79404cd8, Yosys 0.63+post, stock flow scripts
make -C /OpenROAD-flow-scripts/flow DESIGN_CONFIG=/design/flow/config.mk WORK_HOME=/design/flow/orfs finish
```
**flow/config.mk**
```make
export PLATFORM = sky130hd
export DESIGN_NAME = msrv32_alu
export DESIGN_NICKNAME = msrv32_alu
export VERILOG_FILES = /design/flow/design.v
export SDC_FILE = /design/flow/constraint.sdc
export NUM_CORES = 4
export LEC_CHECK = 1
export CORE_UTILIZATION = 50
```
**flow/design.v**
```verilog
module msrv32_alu (
    input [31:0] op_1_in, op_2_in,
    input [3:0] opcode_in,
    output reg [31:0] result_out
);
always @(*) begin
    result_out = 32'b0;  
    case (opcode_in)
        4'b0000 : result_out = op_1_in  +  op_2_in;
        4'b1000 : result_out = op_1_in  -  op_2_in;
        4'b0010 : result_out = (op_1_in[31]^op_2_in[31]) ? op_1_in[31] : op_1_in < op_2_in;  
        4'b0011 : result_out = op_1_in  <  op_2_in;                                      
        4'b0111 : result_out = op_1_in  &  op_2_in;
        4'b0110 : result_out = op_1_in  |  op_2_in;
        4'b0100 : result_out = op_1_in  ^  op_2_in;
        4'b0001 : result_out = op_1_in  << op_2_in;
        4'b0101 : result_out = op_1_in  >> op_2_in;
        4'b1101 : result_out = op_1_in >>> op_2_in;
    endcase
end
endmodule
```
==> flow_metrics.py <==
# Generated from Yosys and OpenROAD reports
metrics = {
    "pwr": {
        "vdd_ir_drop_max_mv": 0.0156,
        "clock_power_share_pct": 0,
        "comb_power_share_pct": 100.0,
        "pwr-share-seq_pct": 0,
        "power_density_mw_per_mm2": 25.0,
        "switching_share_pct": 60.6,
        "p_switching_uw": 143,
        "intPower_uw": 92.6,
        "total_power_uw": 235,
        "p_leak_uw": 0.00377,
    },
    "placement": {
        "hpwl_um": 30500,
        "dpl_cell_area_mm2": 0.00940,
        "port_buffers": 100,
        "globalplace.congestion": 1.06,
        "pre_cts_slack_ns": 7.74,
    },
    "routing": {
        "first_iter_violations": 1445,
        "viasPerCell": 6.95,
        "antenna_left": 0,
        "wl_met1_um": 15800,
        "diodes": 0,
        "route.detailed.drc": 0,
        "top_layer": "met4",
        "wirelength_um": 38800,
        "dr_wl_met2_um": 15900,
        "vias": 10600,
        "wl_met3_um": 5640,
        "dr.pass1.iters": 5,
        "wl_per_cell_um": 25.4,
    },
    "synthesis": {
        "synthTopCellsByCount": "nor2_1, a21oi_1, ha_1, o21ai_0",
        "yosys_area_mm2": 0.00840,
        "ys_cells": 1284,
        "yosys.area.top_type_share_pct": 14.4,
        "ys_seq_share_pct": 0,
        "synthesis.area_mm2": 0.00840,
        "topCellsByArea": "ha_1, nor2_1, a21oi_1",
        "postSynthCellCount": 1284,
        "largest_area_cell": "ha_1",
        "ys_types": 89,
        "ys_warn_count": 1,
        "most_common_cell": "nor2_1",
        "syn_avg_cell_area_um2": 6.54,
    },
    "flow_run": {
        "warnings": 98,
        "max_cap_viol_count": 0,
    },
    "setup_path": {
        "path_buffers": 4,
        "slowest_stage": "a2111oi_1",
        "cp_max_fo": 78,
        "crit_arrival_ns": 8.96,
        "crit_chain": "buf_2, buf_4, inv_2, ha_1, nor2b_1, o221ai_1, a211oi_1, a2111oi_1, nor3_1, nor4_1, nor2_1, xor2_1, o21ai_1, clkdlybuf4s50_1",
        "slowest_delay_ns": 1.03,
        "critPathTopFamily": "AND-OR/OR-AND gates",
        "worst-setup-path-type": "in2out",
        "end_kind": "output pin",
        "crit_required_ns": 16.48,
        "worstSetupStartpointType": "input port",
    },
    "final_layout": {
        "fillers": 1627,
        "area_delta_synth_final_pct": 11.9,
        "fin_util_pct": 57.1,
        "postLayoutCellArea_mm2": 0.00940,
        "seq_cell_count": 0,
        "flop_area_um2": 0,
        "n_clock_buffer": 0,
        "layout-drive-gt1-share_pct": 6.50,
    },
    "floorplan": {
        "core_area_mm2": 0.0165,
        "io_pins": 100,
        "die_x_um": 132,
        "initial_core_util_pct": 51.0,
        "die_y_um": 132,
        "num_rows": 47,
        "die_area_mm2": 0.0173,
    },
    "timing": {
        "rsz0062_at_grt": "no",
        "fmax_ghz": 0.0765,
        "final.setup.tns_ns": 0,
        "drv_slew": 0,
        "final.setup.worst_slack_ns": 7.52,
        "timing_hold_violations_final": 0,
        "slew_headroom_pct": 27.4,
        "period_needed_ns": 13.08,
        "tightest_slew_ns": 1.09,
        "setup_viol": 0,
        "period_used_pct": 63.5,
    },
    "outcome": {
        "status": "finished, final reports clean",
    },
    "hold_path": {
        "min_path_type": "in2out",
    },
    "global_route": {
        "grt_usage_pct": 45.3,
        "grt_pass1_vias": 9470,
        "grt_overflow_total": 0,
        "grt_max_degree": 79,
        "grt_pass1_wl_um": 58700,
        "antenna_found_initial": 1,
    },
    "clock_network": {
        "cts_setup_buffers": 0,
        "ctsHoldBuffers": 0,
        "cts_resized": 0,
    },
}
## worst min-delay path: stages
cell,delay [ns]
buf_2,0.09
buf_4,0.30
nand2_1,0.13
a31oi_1,0.14
o21ai_0,0.09
clkdlybuf4s50_1,0.46
## final timing paths
path / start / endpoint / cells past startpoint
worst min-delay path: op_2_in[3] / result_out[5] / 6
worst max-delay path: op_2_in[2] / result_out[30] / 14
## layer usage
metal,vias up,global-route usage [%]
li1,4809,-
met4,0,13.7
met1,4925,66.3
met2,794,62.7
met3,89,14.9
met5,-,0
## kinds of logic (layout without fill, tap and decap cells)
group	Yosys count	after routing	share of synthesized area, %
muxes	84	84	13.8
buffers and inverters	198	222	9.49
AOI/OAI and AO/OA	465	465	36.3
and+or+nand+nor	412	412	22.8
xor gates and xnor gates	26	26	2.71
adders and majority gates	99	99	14.9
## metrics by stage
step / std cells / hold WS (ns)
after global placement: 1528 / 9.44
after floorplan: 1284 / 8.39
after detailed placement: 1528 / 9.44
after CTS: 1528 / 9.45
after global routing: 1528 / 9.55
final: 1528 / 9.47
## power groups by stage
stage,Combinational [µW],Sequential [µW],Clock [µW]
after global routing,252,0,0
final,235,0,0
after CTS,227,0,0
## final cells by class
cell class | count | area (µm²) | share of cell area (%)
inverters | 100 | 375 | 3.99
multi-input cells | 1086 | 7600 | 80.9
repair buffers | 122 | 1150 | 12.2
well taps | 220 | 275 | 2.93
## placed cells by master (no fill, tap or decap), drive strengths merged, types with 22 or more instances in the layout
cell type / n
a211oi: 39
a21oi: 109
a221oi: 22
a31oi: 28
buf: 26
clkdlybuf4s50: 96
ha: 97
inv: 99
mux2i: 48
mux4: 24
nand2: 96
nand3: 22
nor2: 163
nor3: 36
o21ai: 118
No activity file was given, so power comes from the tool's default toggle rates.
